`./design.v`:
```
module alu (
    input  wire [7:0] a,
    input  wire [7:0] b,
    input  wire [2:0] ctrl,
    output wire [7:0] y,
    output wire zero,
    output wire carry,
    output wire negative
);
reg [8:0] result;   
always @(*) begin
    case (ctrl)
        3'b000:  result = {1'b0, a & b};   
        3'b001:  result = {1'b0, a | b};   
        3'b010:  result = a + b;           
        3'b110:  result = a - b;           
        default: result = 9'h0;            
    endcase
end
assign y = result[7:0];
assign zero = (ctrl == 3'b000 || ctrl == 3'b001 || ctrl == 3'b010 || ctrl == 3'b110) && (y == 8'b0);
assign carry = (ctrl == 3'b010 || ctrl == 3'b110) && result[8];   
assign negative = (ctrl == 3'b110) ? (a < b) : 1'b0;              
endmodule
```
`./run.sh`:
```
#!/bin/bash
# OpenROAD 26Q1-2900-gdf79404cd8, Yosys 0.63+post, stock flow scripts
make -C /OpenROAD-flow-scripts/flow DESIGN_CONFIG=/design/flow/config.mk WORK_HOME=/design/flow/orfs finish
```
`./config.mk`:
```
export PLATFORM = sky130hd
export DESIGN_NAME = alu
export DESIGN_NICKNAME = alu
export VERILOG_FILES = /design/flow/design.v
export SDC_FILE = /design/flow/constraint.sdc
export NUM_CORES = 4
export LEC_CHECK = 1
export CORE_AREA = 10 10 79 79
export DIE_AREA = 0 0 89 89
```
`./constraint.sdc`:
```
current_design alu

set clk_period 3.8
set clk_io_pct 0.2

create_clock -name clk0 -period $clk_period

set non_clock_inputs [all_inputs -no_clocks]
set_input_delay [expr $clk_period * $clk_io_pct] -clock clk0 $non_clock_inputs
set_output_delay [expr $clk_period * $clk_io_pct] -clock clk0 [all_outputs]
```
==> run notes <==
* -0.791 ns — pre-CTS setup slack
* in2out — worst min path class
* 3.04 ns — Crit path required time
* ha_1 — largest area contributor in the synthesized netlist
* 0.869 — final estimated routing congestion in global placement
* 304 — post-layout instance count excluding filler cells
* 162 — cell count listed in synth_stat.txt
* 1423 — via total after detailed routing
* 1337 — vias in the first global route
* 0% — proportion of synthesized chip area in sequential cells
* 27.1% — area share of the largest cell type after synthesis
* 0 — total DRC errors in the routed layout
* 0 — antenna violations before repair
* 89 um — horizontal die size
* 30 — IO Pins
* 3.06 mm — placed wire-length estimate
* 23.8% — initial standard-cell utilization of the core
* 6.02 mm — first-pass GRT wire length
* 12.7% — GRT met1 Usage
* 0 — remaining global-route overflow
* 0 ns — summed negative setup slack over all endpoints
* 0 — final tally of hold violations
* 30 — PortBufs
* 1 — warning count from the yosys run
* 72.4% — Slew Limit Headroom
* 77 — DRC violation total after the first TritonRoute iteration
* 444 — fill cell count
* 0 — antenna fix cells
* 0 — Final setup viols
* 25 — floorplan row count
* 2.47 ns — Final Hold Slack
* 162 — cell count after synthesis
* 0 — max-slew violations
* 4 — number of detailed-route iterations in the first pass
* 92.3% — layout overhead on the synthesized area
* 4.68 — Vias per Instance
* 6.85 um^2 — average footprint of a synthesized cell
* 9 — pin count of the biggest net entering global routing
* 0 — antenna violation net count after detailed routing
* 12.5 um — average wire per cell in the routed design
* primary output — endpoint kind of the worst setup timing path
* 0.00105 uW — static leakage
* ha_1 (27%), inv_1 (9.8%), a21oi_1 (5.4%), mux2i_1 (5.4%), nand2_1 (4.7%) — Synth area leaders
* 0 um^2 — sequential cell area
* 0 — max_cap viols
* inv_1 (29), ha_1 (24), nand2_1 (14) — Synth top cells by count
* 3.69 ns — crit path time final
* a221o_1 — master of the slowest instance on the critical path
* 0.0373 mV — maximum vdd ir drop
* in2out — CP Class
* 293 — cell count after placement
* 0.918% — Global Route met3 Usage
* 0 — number of sequential storage elements
* 38 — Netlist cell types
* 46.0% — share of post-route cells with drive strength above 1
* completed — result of the run
* 89 um — height of the chip
* 48 — warning total across the stage logs
* 7920 um^2 — Chip Footprint
* 97.0% — share of the cycle needed by the critical path after routing
* 1110 um^2 — post-synthesis chip area from yosys
* 15.6% — global-route track usage on met2
* 2.93 ns — Worst Path Arrival
* met2 — most congested layer reported by global routing
* 0 — layout clock buffer count
* input port — launching element type of the critical path
* no — RSZ-0062 raised after global routing
* 4660 um^2 — Floorplan Core Area
* 9.11% — overall track demand over capacity in global routing
* 1110 um^2 — post-synthesis cell area
* 0.403 ns — transition time at the pin with the least slew margin
* 0.271 GHz — Max Clock Freq
* 139 nW/um^2 — total power divided by cell area
* buf_6, buf_6, ha_4, buf_4, buf_4, nor2_2, o221ai_2, buf_4, a32o_1, a221o_1, nor4_2, and4b_1, buf_2 — worst-path cell chain
* 3.79 mm — sum of routed wire length over all layers
* 2 — critical path peak fanout
* buf_4 — Crit path top cell by count
* 0.35 ns — largest stage delay on the critical path
* 0.112 ns — setup slack after layout
* inv_1 — most popular library cell in the synthesized design by count
## critical path: cells and delay by family
family / cells / cell delay [ns]
AOI/OAI and AO/OA: 3 / 0.71
buffers and inverters: 6 / 0.69
and+or+nand+nor: 3 / 0.60
adders and majority gates: 1 / 0.16
## per-layer routing
metal / vias to the layer above / share of wire (%)
met5: - / 0
met4: 0 / 0
met3: 0 / 5.2
met2: 38 / 47
met1: 647 / 48
li1: 738 / -
## cells in the final DEF, fill, tap and decap left out, types with 2 or more instances in the layout
master	n
a21o_1	2
a21oi_1	8
a21oi_2	4
a221o_1	2
a22o_1	2
buf_2	4
buf_4	60
buf_6	5
clkdlybuf4s50_1	14
dlygate4sd2_1	7
dlymetal6s2s_1	4
fa_2	2
ha_1	14
ha_2	3
ha_4	7
inv_1	16
inv_2	13
mux2i_1	5
nand2_1	14
nand2b_1	3
nand3_1	4
nor2_1	11
nor2_2	2
nor3_2	2
o211ai_1	3
o21ai_0	6
o21bai_1	2
o22ai_1	4
xnor2_1	5
## where the power goes
group          internal (uW)  total, uW  switching [uW]
Clock                      0          0               0
Combinational            170        296             126
Sequential                 0          0               0
Total                    170        296             126
## per-stage QoR
stage | area (um^2) | utilization, % | total power, uW
detailed placement | 1850 | 39.7 | 244
finish | 2130 | 45.8 | 296
CTS | 2090 | 44.9 | 286
global placement | 1850 | 39.7 | 245
floorplan | 1110 | - | 114
global route | 2130 | 45.8 | 325
## what timing repair did
action	in CTS	in global routing
setup buffers	11	1
hold buffers	0	0
resized	66	16
pin swaps	21	8
endpoints found under the setup margin	8	6
## cell families (layout without fill, tap and decap cells)
kind of cell    count (synthesis)  after routing  synth area share (%)
simple gates                   42             42                  17.3
mux                             6              6                  5.41
compound gates                 48             48                  30.6
xor+xnor                        5              5                  3.95
fa+ha+maj                      26             26                  30.7
buf+inv                        35            123                  12.2
## layout make-up
class / count / area [um^2] / share of cell area [%]
multi-input combinational: 127 / 1180 / 55.3
tap: 54 / 67.6 / 3.17
timing repair buffer: 94 / 778 / 36.5
inverter: 29 / 109 / 5.10
## final timing paths
| check | start | endpoint | slack (ns) | depth (start not counted) |
|---|---|---|---|---|
| max | b[0] | zero | 0.11 | 13 |
| min | b[6] | zero | 2.47 | 9 |
Power figures rest on the tool's default switching activity, not on a simulated workload.
