<file path="flow/constraint.sdc">
current_design full_adder_16b

set clk_period 11.4
set clk_io_pct 0.2

create_clock -name clk0 -period $clk_period

set non_clock_inputs [all_inputs -no_clocks]
set_input_delay [expr $clk_period * $clk_io_pct] -clock clk0 $non_clock_inputs
set_output_delay [expr $clk_period * $clk_io_pct] -clock clk0 [all_outputs]
</file>
<file path="flow/design.v">
module full_adder(
	input wire a,
	input wire b,
	input wire c,
	output wire sum,
	output wire carry
);
	wire tmp1, tmp2, tmp3;
	half_adder ha1 (
		.a_in(a),
		.b_in(b),
		.sum_out(tmp1),
		.carry_out(tmp2)
	);
	half_adder ha2 (
                .a_in(tmp1),
                .b_in(c),
                .sum_out(sum),
                .carry_out(tmp3)
        );
	assign carry = tmp2 || tmp3;
endmodule
module half_adder(a_in, b_in, sum_out, carry_out);
	input wire a_in;
	input wire b_in;
	output wire sum_out;
	output wire carry_out;
	assign sum_out = a_in ^ b_in;
	assign carry_out = a_in & b_in;
endmodule
module full_adder_16b(
    input wire [15:0] a,
    input wire [15:0] b,
    output wire [15:0] sum,
    output wire carry
);
    wire [16:0] carry_intermediate;
    assign carry_intermediate[0] = 1'b0;
    generate
        for (genvar i = 0; i < 16; i = i + 1) begin : gen_full_adders
            full_adder fa(
                .a(a[i]),
                .b(b[i]),
                .c(carry_intermediate[i]),
                .sum(sum[i]),
                .carry(carry_intermediate[i+1])
            );
        end
    endgenerate
    assign carry = carry_intermediate[16];
endmodule
</file>
<file path="flow/config.mk">
export PLATFORM = sky130hd
export DESIGN_NAME = full_adder_16b
export DESIGN_NICKNAME = full_adder_16b
export VERILOG_FILES = /design/flow/design.v
export SDC_FILE = /design/flow/constraint.sdc
export NUM_CORES = 4
export LEC_CHECK = 1
export CORE_AREA = 10 10 70 70
export DIE_AREA = 0 0 80 80
</file>
<file path="flow/run.sh">
#!/bin/bash
# OpenROAD 26Q1-2900-gdf79404cd8, Yosys 0.63+post, stock flow scripts
make -C /OpenROAD-flow-scripts/flow DESIGN_CONFIG=/design/flow/config.mk WORK_HOME=/design/flow/orfs finish
</file>
==> impl_metrics.tcl <==
# metrics dict for downstream scripts
set metrics [dict create \
    fillerInstances 351 \
    yosys.stat.seqShare_pct 0 \
    slew_violations 0 \
    vdd_drop_max_v 0.0000171 \
    ios 49 \
    grt_max_degree 2 \
    synth_top_area_share_pct 66.5 \
    synth_warnings 0 \
    crit_fanout 1 \
    final_common_cell "clkdlybuf4s50_1" \
    cpMostUsedCell "fa_2" \
    cap_violations 0 \
    wirelength_um 1480 \
    diodes 0 \
    crit_chain "clkdlybuf4s50_1 > ha_1 > fa_2 > fa_2 > fa_2 > fa_2 > fa_1 > fa_1 > fa_1 > fa_2 > fa_2 > fa_2 > fa_2 > fa_2 > fa_2 > fa_1 > inv_1 > fa_1 > inv_1 > clkdlybuf4s50_1" \
    rows 21 \
    drt_iter0_markers 2 \
    critPathTopFamily "adder cells" \
    drive_gt1_share_pct 14.3 \
    relSlewSlack_pct 92.3 \
    gp_congestion 0.837 \
    crit_type "in -> out" \
    grt_pass1_vias 423 \
    grt-ovfl-total 0 \
    grt_setup_unrepaired "false" \
    critPathLaunchType "input pin" \
    first_pass_iters 2 \
    syn-cell-area_um2 452 \
    p_leak_nw 0.328 \
    slowest_delay_ns 0.46 \
    cp.depth 20 \
    min_period_ns 11.14 \
    worstPathArrival_ns 8.86 \
    finalNonFillerCells 116 \
    area_leaders "fa_1, buf_4, inv_1" \
    hold_depth 3 \
    synth_cell_types 4 \
    die_h_um 80 \
    finalSetupViolCount 0 \
    cp-end-kind "primary output" \
    fin_crit_sh_pct 97.7 \
    tns_ns 0 \
    clkbuf_count 0 \
    io_buffers 49 \
    tool_warnings 32 \
    final-seq-area_um2 0 \
    num_vias 365 \
    layout_top_cells "clkdlybuf4s50_1, fa_2, inv_1, fa_1, ha_1" \
    wl_per_cell_um 12.8 \
    hold_viol 0 \
    crit_end "sum[15]" \
    grt_pass1_wl_um 2240 \
    final_core_util_pct 26.5 \
    drc 0 \
    antenna_found_initial 0 \
    synth_cells 37 \
    syn_area_per_cell_um2 12.2 \
    postRouteAntennaNets 0 \
    place_inst 116 \
    via_per_inst 3.15 \
    cp_data_required_time_ns 9.12 \
    tightest_slew_ns 0.116 \
    die_x_um 80 \
    yosysCellCount 37 \
    outcome "completed" \
    critPathLaunch "a[0]" \
    hold_path_class "in -> out" \
    yosysChipArea_um2 452 \
    max_freq_ghz 0.0898 \
    power_density_nw_per_um2 50.6 \
    ff_count 0 \
    initial_core_util_pct 13.2 \
    crit_path_top_delay_cell "clkdlybuf4s50_1" \
    crit_buf_inv 4 \
    dp_hpwl_um 1470 \
    grt_use_total_pct 4.49 \
    die_area_um2 6400 \
    synth.largest_area_cell "fa_1" \
    area_growth_pct 100 \
    core-area_um2 3420 \
]
-- worst min path at each step --
stage     start      to  slack [ns]
6_report   b[0]  sum[0]        5.60
5_1_grt    b[0]  sum[0]        5.63
4_1_cts    b[0]  sum[0]        5.60
-- cell families after synthesis --
family	Yosys count	share of synthesized area, %
adders and majority gates	16	69.3
buffers and inverters	21	30.7
-- power breakdown --
group / leakage [nW] / internal (mW) / switching (mW)
Sequential: 0 / 0 / 0
Combinational: 0.328 / 0.0340 / 0.0118
Clock: 0 / 0 / 0
Total: 0.328 / 0.0340 / 0.0118
-- per-stage QoR --
stage | worst slack [ns] | cell area [µm²] | total power, mW | hold WS, ns
2_1_floorplan | 0.776 | 452 | 0.0217 | 4.73
3_3_place_gp | -0.231 | 880 | 0.0458 | 5.59
3_5_place_dp | -0.244 | 880 | 0.0459 | 5.60
4_1_cts | 0.0321 | 895 | 0.0467 | 5.60
5_1_grt | 0.0381 | 905 | 0.0516 | 5.63
6_report | 0.259 | 905 | 0.0458 | 5.60
-- synth_stat cells --
cell type and instances:
buf_4 16, ha_1 1, inv_1 5, fa_1 15
-- area by class of cell --
type / instances / area (µm²) / area share (%)
tap: 46 / 57.6 / 6.36
inverter: 5 / 18.8 / 2.07
multi-input combinational: 16 / 338 / 37.3
timing repair buffer: 49 / 490 / 54.2
-- metal layers --
metal	track usage, %	up-vias	wire length (µm)
li1	-	157	-
met1	4.80	161	502
met2	5.86	47	460
met3	5.57	0	519
met4	0	0	0
met5	0	-	0
-- worst min-delay path, delay by kind of cell --
| kind | cells | cell delay (ns) |
|---|---|---|
| adder cells (fa/ha/maj) | 1 | 0.11 |
| buffers and inverters | 2 | 0.92 |
-- repair_timing --
item | CTS | global route
buffers inserted | 0 | 0
hold endpoints to repair | 0 | 0
setup endpoints to repair | 1 | 1
hold buffers | 0 | 0
gates resized | 6 | 4
Power and IR drop assume default switching activity.
