==> ./design.v <==
module full_adder(
	input wire a,
	input wire b,
	input wire c,
	output wire sum,
	output wire carry
);
	wire tmp1, tmp2, tmp3;
	half_adder ha1 (
		.a_in(a),
		.b_in(b),
		.sum_out(tmp1),
		.carry_out(tmp2)
	);
	half_adder ha2 (
                .a_in(tmp1),
                .b_in(c),
                .sum_out(sum),
                .carry_out(tmp3)
        );
	assign carry = tmp2 || tmp3;
endmodule
module half_adder(a_in, b_in, sum_out, carry_out);
	input wire a_in;
	input wire b_in;
	output wire sum_out;
	output wire carry_out;
	assign sum_out = a_in ^ b_in;
	assign carry_out = a_in & b_in;
endmodule
module param_full_adder #(
    parameter N = 16   
)(
    input wire [N-1:0] a,   
    input wire [N-1:0] b,   
    output wire [N-1:0] sum,   
    output wire carry   
);
    wire [N:0] carry_intermediate;   
    assign carry_intermediate[0] = 1'b0;
    generate
        genvar i;
        for (i = 0; i < N; i = i + 1) begin : gen_full_adders
            full_adder fa (
                .a(a[i]),
                .b(b[i]),
                .c(carry_intermediate[i]),
                .sum(sum[i]),
                .carry(carry_intermediate[i+1])
            );
        end
    endgenerate
    assign carry = carry_intermediate[N];
endmodule
==> ./run.sh <==
#!/bin/bash
# OpenROAD 26Q1-2900-gdf79404cd8, Yosys 0.63+post, stock flow scripts
make -C /OpenROAD-flow-scripts/flow DESIGN_CONFIG=/design/flow/config.mk WORK_HOME=/design/flow/orfs finish
==> ./config.mk <==
export PLATFORM = sky130hd
export DESIGN_NAME = param_full_adder
export DESIGN_NICKNAME = param_full_adder
export VERILOG_FILES = /design/flow/design.v
export SDC_FILE = /design/flow/constraint.sdc
export NUM_CORES = 4
export LEC_CHECK = 1
export CORE_AREA = 10 10 70 70
export DIE_AREA = 0 0 80 80
==> ./constraint.sdc <==
current_design param_full_adder

set clk_period 14.2
set clk_io_pct 0.2

create_clock -name clk0 -period $clk_period

set non_clock_inputs [all_inputs -no_clocks]
set_input_delay [expr $clk_period * $clk_io_pct] -clock clk0 $non_clock_inputs
set_output_delay [expr $clk_period * $clk_io_pct] -clock clk0 [all_outputs]
==> impl_metrics.env <==
# source this file to load flow results
export IMPL_rows=21
export IMPL_syn_area_per_cell_sq_um=12.21
export IMPL_fmax_ghz=0.07861
export IMPL_yosysWarnings=0
export IMPL_grt_pass1_wl_mm=2.208
export IMPL_hp_class="primary input to primary output"
export IMPL_fin_setup_tns_ps=0
export IMPL_core_sq_mm=0.003416
export IMPL_dpl_cell_area_sq_um=879.6
export IMPL_simple_gate_area_frac=0
export IMPL_startpoint_type="primary input"
export IMPL_dp_hpwl_mm=1.411
export IMPL_logic_area_sq_um=312.8
export IMPL_pwr_share_seq=0
export IMPL_ys_sh_xor=0
export IMPL_drt_vias_per_instance=3.181
export IMPL_clock_buffers=0
export IMPL_first_pass_iters=2
export IMPL_io_buffers=49
export IMPL_top_cell_area_share=0.6648
export IMPL_drc=0
export IMPL_antenna_left=0
export IMPL_drv_cap=0
export IMPL_powerDensity_mw_per_mm2=40.86
export IMPL_status="complete, no violations"
export IMPL_postCtsHoldBufs=0
export IMPL_log_warning_count=32
export IMPL_wirelength_mm=1.448
export IMPL_globalRoute_busiestLayer="met2"
export IMPL_ys_cells=37
export IMPL_worstPathArrival_ps=9880
export IMPL_grt_use_met3=0.04886
export IMPL_register_area_sq_um=0
export IMPL_syn_area_sq_um=451.7
export IMPL_top_area_cell="fa_1"
export IMPL_die_height_um=80
export IMPL_ys_types=4
export IMPL_final_cells=116
export IMPL_synth_area_yosys_sq_um=451.7
export IMPL_p_clk_frac=0
export IMPL_critPathMaxFanout=1
export IMPL_grt_max_degree=2
export IMPL_n_antenna_cell=0
export IMPL_rsz0062_at_grt="false"
export IMPL_vias=369
export IMPL_final_area_sq_um=879.6
export IMPL_grt_pass1_vias=432
export IMPL_slew_headroom=0.9278
export IMPL_finalCoreUtilization=0.2575
export IMPL_worst_slew_pin_slew_ps=108.0
export IMPL_grt_usage=0.04343
export IMPL_nFillCells=364
export IMPL_required_ps=11360
export IMPL_ios=49
export IMPL_fin_crit_sh=0.8959
export IMPL_drtIter0Drc=3
export IMPL_cts_resized=0
export IMPL_finalSetupViolCount=0
export IMPL_place_gp_congestion=0.8438
export IMPL_drive_above_1_share=0
export IMPL_ff_count=0
export IMPL_route_detailed_wl_per_inst_um=12.48
export IMPL_grt_util_met1=0.05048
export IMPL_peakVddDrop_mv=0.01433
export IMPL_hold_viol_final=0
export IMPL_die_area_sq_mm=0.006400
export IMPL_period_minus_slack_ps=12720
export IMPL_ys_seq_frac=0
export IMPL_fp_utilization=0.1322
export IMPL_mux_share=0
export IMPL_synthTopCellsByArea="fa_1 66%, buf_4 27%, inv_1 4.2%"
export IMPL_p_leak_nw=0.3371
export IMPL_antenna_found_initial=0
export IMPL_power_switching_w=0.000009136
export IMPL_maxSlewViolCount=0
export IMPL_worstSetupPathType="primary input to primary output"
export IMPL_synth_adder_area_share=0.6925
export IMPL_numPlacedInstances=116
export IMPL_post_cts_buffers=0
export IMPL_use_met2=0.05538
export IMPL_syn_to_final_growth_pct=94.74
export IMPL_synthCells=37
export IMPL_p_sw_frac=0.2542
export IMPL_chipWidth_um=80
export IMPL_p_int_w=0.00002681
export IMPL_synthAoiAreaFrac=0
export IMPL_topCombFamilyByArea="adder cells"
export IMPL_end_kind="primary output"
export IMPL_grt_ovfl_total=0
export IMPL_p_comb_frac=1.000
export IMPL_hold_worst_slack_ps=6716
-- per-layer routing --
metal	wire length, um	up-vias	part of all wire
met2	423	49	0.29
met1	537	163	0.37
met3	487	0	0.34
li1	-	157	-
met4	0	0	0
met5	0	-	0
-- path summary, 6_finish.rpt --
path	from	depth (start not counted)	end
hold / removal	b[0]	3	sum[0]
setup / recovery	a[0]	20	sum[15]
-- metrics by stage --
| stage | worst slack (ps) | power [W] |
|---|---|---|
| after floorplan | 2456 | 0.00001744 |
| final | 1478 | 0.00003594 |
| after global placement | 1425 | 0.00003693 |
| after global routing | 1180 | 0.00004040 |
| after detailed placement | 1417 | 0.00003671 |
| after CTS | 1412 | 0.00003714 |
-- layout make-up --
cell class	instances	share of cell area
inverter	5	0.02134
multi-input combinational	16	0.3556
timing repair buffer	49	0.5576
tap	46	0.06543
-- synthesized netlist by cell type --
library cell,number
inv_1,5
ha_1,1
fa_1,15
buf_4,16
-- cell usage in the layout, fill, tap and decap left out --
| master | n |
|---|---|
| clkdlybuf4s50_1 | 49 |
| fa_1 | 15 |
| inv_1 | 5 |
| ha_1 | 1 |
-- worst max-delay path, cell delays in order --
cell and delay (ps):
clkdlybuf4s50_1 400, ha_1 210, fa_1 380, fa_1 390, fa_1 400, fa_1 390, fa_1 380, fa_1 380
fa_1 380, fa_1 380, fa_1 380, fa_1 390, fa_1 390, fa_1 390, fa_1 390, fa_1 370
inv_1 70, fa_1 410, inv_1 70, clkdlybuf4s50_1 460
-- cell families after synthesis --
kind of cell	count (synthesis)
buf+inv	21
fa+ha+maj	16
-- power groups by stage --
stage / sequential (W) / clock [W] / combinational, W
after CTS: 0 / 0 / 0.0000371
final: 0 / 0 / 0.0000359
after global routing: 0 / 0 / 0.0000404
Power is estimated from default activity; no workload was simulated.
